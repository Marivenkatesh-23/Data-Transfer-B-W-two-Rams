## /design/flow/design.v

```verilog
module ram_dp_async
        #(parameter DEPTH = 16,
          parameter WIDTH = 8,
          parameter DEPTH_LOG = $clog2(DEPTH))
          (
            input clk,
            input wr_en,
            input [DEPTH_LOG-1:0] addr_wr,
            input [DEPTH_LOG-1:0] addr_rd,
            input [WIDTH-1:0] data_wr,
            output [WIDTH-1:0] data_rd
          );
          reg [WIDTH-1:0] ram [0:DEPTH-1];
          always @(posedge clk ) begin
            if(wr_en) begin
                ram[addr_wr] <= data_wr;
            end
          end
          assign data_rd = ram[addr_rd];
endmodule
module data_transfer_fsm(
    input clk,
    input rset,
    input ram_in_we,
    input [4:0] ram_in_addr_wr,
    input [7:0] ram_in_data_wr,
    input [3:0] ram_out_addr_rd,
    output [15:0] ram_out_data_rd,
    input opmode_in,
    output reg done_out
);
    parameter [3:0] IDLE = 4'b0001,
                    READ_BY0 = 4'b0010,
                    READ_BY1 = 4'b0100,
                    WRITE_BY12 = 4'b1000;
    reg [3:0] state,next_state;
    reg [4:0] ram_pointer;
    reg [4:0] fsm_mem_in_addr_rd;
    wire [7:0] fsm_mem_in_data_rd;
    reg [7:0] read_byte0_buffer,read_byte1_buffer;
    reg [3:0] fsm_mem_out_addr_wr;
    reg ram_out_we;
    ram_dp_async #(.WIDTH(8),.DEPTH(32))
            RAM_IN(
                .clk(clk),
                .wr_en(ram_in_we),
                .addr_wr(ram_in_addr_wr),
                .data_wr(ram_in_data_wr),
                .addr_rd(fsm_mem_in_addr_rd),
                .data_rd(fsm_mem_in_data_rd)
            );
    ram_dp_async #(.WIDTH(16),.DEPTH(16))
            RAM_OUT(
                .clk(clk),
                .wr_en(ram_out_we),
                .addr_wr(fsm_mem_out_addr_wr),
                .data_wr({read_byte0_buffer,read_byte1_buffer}),
                .addr_rd(ram_out_addr_rd),
                .data_rd(ram_out_data_rd)
            );
    always @(*) begin
    next_state = IDLE;
    fsm_mem_in_addr_rd = 0;
    ram_out_we = 0;
    case(state)
        IDLE:
            if (opmode_in) next_state = READ_BY0;
        READ_BY0: begin
            fsm_mem_in_addr_rd = ram_pointer;
            next_state = READ_BY1;
        end
        READ_BY1: begin
            fsm_mem_in_addr_rd = ram_pointer;
            next_state = WRITE_BY12;
        end
        WRITE_BY12: begin
            ram_out_we = 1;
            next_state = (done_out ? IDLE : READ_BY0);
        end
        default: next_state = IDLE;
    endcase
end
    always @(posedge clk or negedge rset) begin
        if(!rset)
            state <= IDLE;
        else
            state <= next_state;
    end
    always @(posedge clk or negedge rset) begin
        if(!rset)
            ram_pointer <= 0;
        else if((state == READ_BY0) || (state == READ_BY1))
            ram_pointer <= ram_pointer + 1'b1;
    end
    always @(posedge clk or negedge rset) begin
        if(!rset)
            fsm_mem_out_addr_wr <= 0;
        else if (state == READ_BY0)
            fsm_mem_out_addr_wr <= (ram_pointer >> 1);
    end
    always @(posedge clk or negedge rset) begin
        if(!rset)
            done_out <= 0;
        else if (opmode_in ==  1)
            done_out <= 0;
        else if (ram_pointer == 5'd31)
            done_out <= 1;
    end
    always @(posedge clk or negedge rset) begin
        if(!rset) begin
            read_byte0_buffer <= 0;
            read_byte1_buffer <= 0;
        end else begin
            read_byte0_buffer <= fsm_mem_in_data_rd;
            read_byte1_buffer <= read_byte0_buffer;
        end
    end
endmodule
```

## /design/flow/run.sh

```bash
#!/bin/bash
# OpenROAD 26Q1-2900-gdf79404cd8, Yosys 0.63+post, stock flow scripts
make -C /OpenROAD-flow-scripts/flow DESIGN_CONFIG=/design/flow/config.mk WORK_HOME=/design/flow/orfs finish
```

## /design/flow/config.mk

```make
export PLATFORM = sky130hd
export DESIGN_NAME = data_transfer_fsm
export DESIGN_NICKNAME = data_transfer_fsm
export VERILOG_FILES = /design/flow/design.v
export SDC_FILE = /design/flow/constraint.sdc
export NUM_CORES = 4
export LEC_CHECK = 1
export CORE_UTILIZATION = 50
```

## /design/flow/constraint.sdc

```tcl
current_design data_transfer_fsm

set clk_period 8.3
set clk_io_pct 0.2

create_clock -name clk0 -period $clk_period [get_ports {clk}]

set non_clock_inputs [all_inputs -no_clocks]
set_input_delay [expr $clk_period * $clk_io_pct] -clock clk0 $non_clock_inputs
set_output_delay [expr $clk_period * $clk_io_pct] -clock clk0 [all_outputs]
```

==> results.json <==
{
  "result_of_the_run": "complete, no violations",
  "cts_buffer_depth": 3,
  "finalHoldViolCount": 0,
  "core_region_area_sq_um": 41900,
  "final_layout_setup_total_negative_slack_ns": 0,
  "postSynthSeqShare_pct": 76.0,
  "synth.ff_latch_count": 542,
  "route.final.wire_length_mm": 44.9,
  "met1_track_demand_over_resource_pct": 34.6,
  "rows": 75,
  "via_count_of_the_first_global_routing_pass": 11100,
  "floorplan.core_util_pct": 50.7,
  "setup_viol_count_final": 0,
  "ys_cells": 1112,
  "areaGrowthSynthToFinish_pct": 12.9,
  "internal_reg_to_reg_setup_slack_ns": 4.98,
  "cts.sink_count": 542,
  "cts_max_level": 2,
  "setup_ws_post_layout_ns": 2.53,
  "worstReg2RegEnd": "read_byte0_buffer[6]",
  "hpwl_mm": 25.3,
  "cts_inserted_buffers": 55,
  "rr_startpoint": "state[3]",
  "dr.first_iter.drc_count": 651,
  "path_clk_slew_ns": 0.06,
  "hold-path-endpoint": "state[0]",
  "flip_flops_with_a_built_in_enable": 512,
  "clock-root-buffer": "sky130_fd_sc_hd__clkbuf_16",
  "cp.arrival_ns": 4.11,
  "global_route.usage.met3_pct": 10.6,
  "worstPathMaxFanout": 28,
  "die_x_um": 208,
  "hp-class": "register to register",
  "fin_crit_ns": 5.77,
  "vias": 10500,
  "first_pass_iters": 5,
  "category_of_the_most_critical_setup_path": "primary input to output port",
  "swShare_pct": 29.4,
  "yosys.stat.chipArea_sq_um": 21200,
  "routed_wire_length_per_instance_um": 25.4,
  "critical_path_sink_type": "output port",
  "drcViolationCount": 0,
  "final_layout_top_logic_cells": "512 x sky130_fd_sc_hd__edfxtp_1, 94 x sky130_fd_sc_hd__mux4_2, 64 x sky130_fd_sc_hd__nor2_1",
  "synthesis.area_per_instance_sq_um": 19.1,
  "pwr-share-comb_pct": 21.1,
  "grt_remaining_overflow": 0,
  "timing_max_transition_violations_final": 0,
  "fmaxAchievable_mhz": 173,
  "antenna_cells": 0,
  "clock_insertion_delay_worst_skew_ns": 0.61,
  "static-leakage-power_uw": 0.00782,
  "dieArea_sq_um": 43200,
  "grt_setup_unrepaired": "false",
  "cts.repair.resized": 0,
  "final_period_utilization_pct": 69.5,
  "syn_area_sq_um": 21200,
  "worst_ir_drop_vdd_uv": 203,
  "slew_headroom_pct": 39.9,
  "switchingPower_uw": 2260,
  "grt_usage_pct": 24.0,
  "synth_cell_type_count": 53,
  "post_synth_inst_count": 1112,
  "place_ws_ns": 2.42,
  "required_time_of_the_critical_path_ns": 6.64,
  "pin_count_of_the_biggest_net_entering_global_routing": 58,
  "post_route_ant_nets": 0,
  "drive_gt1_share_pct": 21.3,
  "cts_tree": "done",
  "power_frac_seq_pct": 49.8,
  "p_clk_share_pct": 29.2,
  "vias_per_cell": 5.93,
  "synthesis.yosys.warnings": 3,
  "wire_length_of_the_first_global_routing_pass_mm": 67.6,
  "cell_area_power_density_nw_per_um2": 321,
  "max_slew.worst_pin.slew_ns": 0.898,
  "worst_hold_startpoint": "state[0]",
  "p_int_uw": 5420,
  "finalClockSkew_ns": 0.0134,
  "maxCapViolations": 0,
  "post_cts_hold_buffer_count": 0,
  "ff2ff_path_depth": 8,
  "gp_routability_congestion": 0.844,
  "gr-usage-met2_pct": 38.2,
  "postCtsSetupRepairBufs": 0,
  "grt.busiest_layer": "met2",
  "mostFrequentLayoutCell": "sky130_fd_sc_hd__edfxtp_1",
  "worstSetupStartpointType": "primary input",
  "grt_antenna_before_repair": 0,
  "die_y_um": 208,
  "post_synth_arst_share_pct": 5.54,
  "log.warning_count": 25,
  "whs_path_depth": 2,
  "buffer_ports.inserted": 37,
  "floorplan.io_pins": 38,
  "synth-main-ff-cell": "sky130_fd_sc_hd__edfxtp_1"
}
## sequential cells by signal, indices dropped and copies added, names as in the netlist
| register | cells |
|---|---|
| done_out | 1 |
| RAM_OUT.ram | 256 |
| ram_pointer | 5 |
| state | 4 |
| RAM_IN.ram | 256 |
| fsm_mem_out_addr_wr | 4 |
| read_byte1_buffer | 8 |
| read_byte0_buffer | 8 |
## critical path: stages
cell and delay (ns):
sky130_fd_sc_hd__buf_4 0.44, sky130_fd_sc_hd__buf_4 0.50, sky130_fd_sc_hd__mux4_2 0.56, sky130_fd_sc_hd__mux4_2 0.50, sky130_fd_sc_hd__clkdlybuf4s50_1 0.43
## layer usage
metal,vias up,wire [um]
met3,65,4500
met2,479,23400
met1,5233,16000
li1,4681,-
met5,-,0
met4,0,988
## cells by family after synthesis
family / Yosys count / share of synthesized area (%)
flip-flops: 542 / 76.0
buffers and inverters: 82 / 1.69
AND-OR/OR-AND: 150 / 5.14
adder cells (fa/ha/maj): 2 / 0.118
AND/OR/NAND/NOR: 187 / 4.29
XOR/XNOR: 3 / 0.124
multiplexers: 146 / 12.6
## cell usage after synthesis, types with 7 or more instances
cell type	instances	area (sq um)
sky130_fd_sc_hd__a2111oi_0	7	61.3
sky130_fd_sc_hd__a211o_1	7	61.3
sky130_fd_sc_hd__a21oi_1	8	40.0
sky130_fd_sc_hd__a221o_1	8	80.1
sky130_fd_sc_hd__a221oi_1	8	70.1
sky130_fd_sc_hd__a22oi_1	16	120
sky130_fd_sc_hd__a31oi_1	21	131
sky130_fd_sc_hd__and3_1	16	100
sky130_fd_sc_hd__buf_2	21	105
sky130_fd_sc_hd__clkbuf_1	36	135
sky130_fd_sc_hd__dfrtp_1	29	726
sky130_fd_sc_hd__edfxtp_1	512	15400
sky130_fd_sc_hd__inv_1	16	60.1
sky130_fd_sc_hd__mux2_2	28	315
sky130_fd_sc_hd__mux2i_1	23	230
sky130_fd_sc_hd__mux4_2	94	2120
sky130_fd_sc_hd__nand2_1	31	116
sky130_fd_sc_hd__nand3_1	21	105
sky130_fd_sc_hd__nand3b_1	8	60.1
sky130_fd_sc_hd__nor2_1	76	285
sky130_fd_sc_hd__nor2b_1	10	62.6
sky130_fd_sc_hd__o211a_1	7	70.1
sky130_fd_sc_hd__o21a_1	15	113
sky130_fd_sc_hd__o21ai_0	19	95.1
sky130_fd_sc_hd__o22ai_1	14	87.6
sky130_fd_sc_hd__o32ai_1	7	61.3
sky130_fd_sc_hd__or3b_2	9	78.8
## area by class of cell
| type | instances | area [sq um] |
|---|---|---|
| repair buffers | 79 | 673 |
| multi-input cells | 488 | 4770 |
| inverters | 16 | 60.1 |
| well taps | 539 | 674 |
| clock inverters | 15 | 100 |
| flip-flops and latches | 542 | 16100 |
| fillers | 3079 | 17900 |
| clock buffers | 86 | 1530 |
## worst max path at each step
stage                      start                  end  slack [ns]  cells past startpoint
CTS           ram_out_addr_rd[0]  ram_out_data_rd[13]        2.42                      5
global route  ram_out_addr_rd[0]  ram_out_data_rd[13]        2.29                      5
finish        ram_out_addr_rd[0]  ram_out_data_rd[13]        2.53                      5
## power groups by stage
stage | clock, uW | combinational, uW | sequential (uW)
CTS | 2290 | 1640 | 3830
global route | 2390 | 1750 | 3870
finish | 2240 | 1620 | 3820
## through the flow
step	instance area, sq um	std cells	total power, uW	util, %	hold slack [ns]
2_1_floorplan	21200	1112	4820	-	0.374
3_3_place_gp	22300	1664	5500	53.3	0.473
3_5_place_dp	22300	1664	5510	53.3	0.476
4_1_cts	23900	1765	7760	57.2	0.489
5_1_grt	23900	1765	8010	57.2	0.502
6_report	23900	1765	7680	57.2	0.489
No activity file was given, so power comes from the tool's default toggle rates.
